--- /design/flow/design.v ---
`timescale 100ps/10ps		
module dualshock_controller (
I_CLK250K,        
I_RSTn,           
O_psCLK,          
O_psSEL,          
O_psTXD,          
I_psRXD,          
O_RXD_1,          
O_RXD_2,          
O_RXD_3,          
O_RXD_4,          
O_RXD_5,          
O_RXD_6,          
I_CONF_SW,        
I_MODE_SW,        
I_MODE_EN,        
I_VIB_SW,         
I_VIB_DAT         
);
input  I_CLK250K,I_RSTn;
input  I_CONF_SW;
input  I_MODE_SW,I_MODE_EN;
input  [1:0]I_VIB_SW;
input  [7:0]I_VIB_DAT;
input  I_psRXD;
output O_psCLK;
output O_psSEL;
output O_psTXD;
output [7:0]O_RXD_1;
output [7:0]O_RXD_2;
output [7:0]O_RXD_3;
output [7:0]O_RXD_4;
output [7:0]O_RXD_5;
output [7:0]O_RXD_6;
wire   W_scan_seq_pls;
wire   W_type;
wire   [3:0]W_byte_cnt;
wire   W_RXWT;
wire   W_TXWT;
wire   W_TXSET;
wire   W_TXEN;
wire   [7:0]W_TXD_DAT;
wire   [7:0]W_RXD_DAT;
wire   W_conf_ent;
ps_pls_gan pls(
.I_CLK(I_CLK250K),
.I_RSTn(I_RSTn),
.I_TYPE(W_type),               
.O_SCAN_SEQ_PLS(W_scan_seq_pls),
.O_RXWT(W_RXWT),
.O_TXWT(W_TXWT),
.O_TXSET(W_TXSET),
.O_TXEN(W_TXEN),
.O_psCLK(O_psCLK),
.O_psSEL(O_psSEL),
.O_byte_cnt(W_byte_cnt),
.Timer()
); 
txd_commnd cmd(
.I_CLK(W_TXSET),
.I_RSTn(I_RSTn),
.I_BYTE_CNT(W_byte_cnt),
.I_MODE({I_CONF_SW,~I_MODE_EN,I_MODE_SW}),
.I_VIB_SW(I_VIB_SW),
.I_VIB_DAT(I_VIB_DAT),
.I_RXD_DAT(W_RXD_DAT),
.O_TXD_DAT(W_TXD_DAT),
.O_TYPE(W_type),
.O_CONF_ENT(W_conf_ent)
);
ps_txd txd(
.I_CLK(I_CLK250K),
.I_RSTn(I_RSTn),
.I_WT(W_TXWT),
.I_EN(W_TXEN),
.I_TXD_DAT(W_TXD_DAT),
.O_psTXD(O_psTXD)
);
ps_rxd rxd(
.I_CLK(O_psCLK),
.I_RSTn(I_RSTn),	
.I_WT(W_RXWT),
.I_psRXD(I_psRXD),
.O_RXD_DAT(W_RXD_DAT)
);
reg    [7:0]O_RXD_1;
reg    [7:0]O_RXD_2;
reg    [7:0]O_RXD_3;
reg    [7:0]O_RXD_4;
reg    [7:0]O_RXD_5;
reg    [7:0]O_RXD_6;
reg   W_rxd_mask;
always@(posedge W_scan_seq_pls) 
   W_rxd_mask <= ~W_conf_ent;
always@(negedge W_RXWT)
begin
   if(W_rxd_mask)begin
      case(W_byte_cnt)
            3: O_RXD_1 <= W_RXD_DAT;
            4: O_RXD_2 <= W_RXD_DAT;
            5: O_RXD_3 <= W_RXD_DAT;
            6: O_RXD_4 <= W_RXD_DAT;
            7: O_RXD_5 <= W_RXD_DAT;
            8: O_RXD_6 <= W_RXD_DAT;
       default:;
      endcase
   end
end
endmodule
module txd_commnd_EZ(
I_CLK,
I_RSTn,
I_BYTE_CNT,
I_MODE,
I_VIB_SW,
I_VIB_DAT,
I_RXD_DAT,
O_TXD_DAT,
O_TYPE,
O_CONF_ENT
);
input  I_CLK,I_RSTn;
input  [3:0]I_BYTE_CNT;
input  [2:0]I_MODE;
input  [1:0]I_VIB_SW;
input  [7:0]I_VIB_DAT;
input  [7:0]I_RXD_DAT;
output [7:0]O_TXD_DAT;
output O_TYPE;
output O_CONF_ENT;
reg    [7:0]O_TXD_DAT;
assign O_TYPE = 1'b1;
assign O_CONF_ENT = 1'b0;
always@(posedge I_CLK or negedge I_RSTn)
begin
   if(! I_RSTn)begin
      O_TXD_DAT <= 8'h00;
   end
   else begin
      case(I_BYTE_CNT)
         0:O_TXD_DAT <= 8'h01;
         1:O_TXD_DAT <= 8'h42;
         3:begin
              if(I_VIB_SW) O_TXD_DAT <= 8'h40;
              else         O_TXD_DAT <= 8'h00;
           end
         4:begin
              if(I_VIB_SW) O_TXD_DAT <= 8'h01;
              else         O_TXD_DAT <= 8'h00;
           end
       default: O_TXD_DAT <= 8'h00;
      endcase
   end
end
endmodule
module txd_commnd(
I_CLK,
I_RSTn,
I_BYTE_CNT,
I_MODE,
I_VIB_SW,
I_VIB_DAT,
I_RXD_DAT,
O_TXD_DAT,
O_TYPE,
O_CONF_ENT
);
input  I_CLK,I_RSTn;
input  [3:0]I_BYTE_CNT;
input  [2:0]I_MODE;
input  [1:0]I_VIB_SW;
input  [7:0]I_VIB_DAT;
input  [7:0]I_RXD_DAT;
output [7:0]O_TXD_DAT;
output O_TYPE;
output O_CONF_ENT;
wire   [1:0]pad_mode = I_MODE[1:0];
wire   ds_sw  = I_MODE[2];
reg    [7:0]O_TXD_DAT;
reg    [2:0]conf_state;
reg    conf_entry;
reg    conf_ent_reg;
reg    conf_done;
reg    pad_status;
reg    pad_id;
assign O_TYPE = pad_id;
assign O_CONF_ENT = conf_entry;
always@(posedge I_CLK or negedge I_RSTn)
begin
   if(! I_RSTn)    pad_id <= 1'b0; 
   else begin
      if(I_BYTE_CNT==2)begin
         case(I_RXD_DAT)  
            8'h23: pad_id <= 1'b1;
            8'h41: pad_id <= 1'b0;
            8'h53: pad_id <= 1'b1;
            8'h73: pad_id <= 1'b1;
            8'hE3: pad_id <= 1'b1;
            8'hF3: pad_id <= 1'b1;
          default: pad_id <= 1'b0;
         endcase
      end
   end
end
always@(posedge I_CLK or negedge I_RSTn)
begin
   if(! I_RSTn)begin
      O_TXD_DAT    <= 8'h00;
      conf_entry   <= 1'b0;
      conf_ent_reg <= 1'b0;
	  conf_done    <= 1'b1;
      conf_state   <= 0;
      pad_status   <= 0;      
   end
   else begin
      if(~conf_entry)begin
         case(I_BYTE_CNT)
            0:O_TXD_DAT <= 8'h01;
            1:O_TXD_DAT <= 8'h42;
            3:begin
              if(I_RXD_DAT==8'h00) conf_ent_reg <= 1'b1;
                 if(pad_status)begin
                    if(I_VIB_SW[0]) O_TXD_DAT <= 8'h01;
                    else            O_TXD_DAT <= 8'h00;
                 end
			     else begin
                    if(I_VIB_SW[0] | I_VIB_SW[1]) O_TXD_DAT <= 8'h40;
                    else            O_TXD_DAT <= 8'h00;			        
                 end
              end
            4:begin
                 if(pad_status)begin
                    if(I_VIB_SW[1]) O_TXD_DAT <= I_VIB_DAT;
                    else            O_TXD_DAT <= 8'h00;
                 end
			     else begin
                    if(I_VIB_SW[0] | I_VIB_SW[1]) O_TXD_DAT <= 8'h01;
                    else            O_TXD_DAT <= 8'h00;			        
                 end
			     if(pad_id==0)begin
                    if(conf_state == 0 && ds_sw)
                       conf_entry <= 1'b1;
                    if(conf_state == 7 && (pad_status&conf_ent_reg))begin
                       conf_state <= 0;
                       conf_entry <= 1'b1;
                    end
                 end
              end
            8:begin
                 O_TXD_DAT <= 8'h00;
                 if(pad_id==1)begin
                    if(conf_state == 0 && ds_sw)
                       conf_entry <= 1'b1;
                    if(conf_state == 7 && (pad_status&conf_ent_reg))begin
                       conf_state <= 0;
                       conf_entry <= 1'b1;
                    end
                 end
              end      
         default: O_TXD_DAT <= 8'h00;
         endcase
      end
      else begin
         case(conf_state)
            0:begin
                 case(I_BYTE_CNT)
                    0:begin
                         O_TXD_DAT <= 8'h01;
                         conf_done <= 1'b0;
                      end
                    1:O_TXD_DAT <= 8'h43;
                    3:O_TXD_DAT <= 8'h01;
                    4:begin
                         O_TXD_DAT <= 8'h00;
                         if(pad_id==0)begin
                            if(pad_status) conf_state <= 3;
                            else           conf_state <= 1;    
                         end
                      end
                    8:begin
                         O_TXD_DAT <= 8'h00;
                         if(pad_id==1)begin
                            if(pad_status) conf_state <= 3;
                            else           conf_state <= 1;    
                         end
                      end															         
                  default:O_TXD_DAT <= 8'h00;
                 endcase
              end
            1:begin
                 case(I_BYTE_CNT)
                    0:O_TXD_DAT <= 8'h01;
                    1:O_TXD_DAT <= 8'h45;
                    2:begin
                         O_TXD_DAT <= 8'h00;
                         conf_done <= (I_RXD_DAT == 8'hF3)? 1'b0:1'b1;
                      end
                    4:begin
                         O_TXD_DAT <= 8'h00;
                         if(I_RXD_DAT==8'h01 || I_RXD_DAT==8'h03) pad_status <= 1;
                         if(pad_id==0 && conf_done==1'b1)begin
                            conf_state <= 7;
                            conf_entry <= 1'b0;
                         end
                      end
                    8:begin
                         O_TXD_DAT <= 8'h00;
                         conf_state <= 2;
                         if(pad_id==1 && conf_done==1'b1)begin
                            conf_state <= 7;
                            conf_entry <= 1'b0;
                         end                                
                      end 												         
                  default:O_TXD_DAT <= 8'h00;
                 endcase
              end
            2:begin
                 case(I_BYTE_CNT)
                    0:O_TXD_DAT <= 8'h01;
                    1:O_TXD_DAT <= 8'h44;
                    3:O_TXD_DAT <= pad_mode[0] ? 8'h01:8'h00;
                    4:O_TXD_DAT <= pad_mode[1] ? 8'h03:8'h00;
                    8:begin
                         O_TXD_DAT <= 8'h00;
                         conf_state<= 3;
                      end
                  default:O_TXD_DAT <= 8'h00;
                 endcase
              end
            3:begin
                 case(I_BYTE_CNT)
                    0:O_TXD_DAT <= 8'h01;
                    1:O_TXD_DAT <= 8'h4D;
                  2,3:O_TXD_DAT <= 8'h00;
                    4:O_TXD_DAT <= 8'h01;
                    8:begin
                         O_TXD_DAT <= 8'hFF; 
                         conf_state<= 6;
                      end
                  default:O_TXD_DAT <= 8'hFF;
                 endcase
              end
            6:begin
                 case(I_BYTE_CNT)
                    0:O_TXD_DAT <= 8'h01;
                    1:O_TXD_DAT <= 8'h43;
                  2,3:O_TXD_DAT <= 8'h00;
                    8:begin
                         O_TXD_DAT <= 8'h5A;
                         conf_state<= 7;
                         conf_entry<= 1'b0;
                         conf_done <= 1'b1;
                         conf_ent_reg<= 1'b0; 						 
                       end
                  default:O_TXD_DAT <= 8'h5A;
                 endcase
              end
          default:;
         endcase
      end
   end
end
endmodule
module ps_pls_gan(
I_CLK,
I_RSTn,
I_TYPE,
O_SCAN_SEQ_PLS,
O_RXWT,
O_TXWT,
O_TXSET,
O_TXEN,
O_psCLK,
O_psSEL,
O_byte_cnt,
Timer
);
parameter Timer_size = 12;
input  I_CLK,I_RSTn;
input  I_TYPE;
output O_SCAN_SEQ_PLS;
output O_RXWT;
output O_TXWT;
output O_TXSET;
output O_TXEN;
output O_psCLK;
output O_psSEL;
output [3:0]O_byte_cnt;
output [Timer_size-1:0]Timer;
reg    [Timer_size-1:0]Timer;
reg    O_SCAN_SEQ_PLS;
reg    RXWT;
reg    TXWT;
reg    TXSET;
reg    psCLK_gate;
reg    psSEL;
reg    [3:0]O_byte_cnt;
always@(posedge I_CLK or negedge I_RSTn)
begin
   if(! I_RSTn) Timer <= 0;
   else         Timer <= Timer+1;
end
always@(posedge I_CLK or negedge I_RSTn)
begin
   if(! I_RSTn) 
      O_SCAN_SEQ_PLS <= 0;
   else begin
      if(Timer == 0) O_SCAN_SEQ_PLS <= 1; 
	  else           O_SCAN_SEQ_PLS <= 0;            
   end
end
always@(posedge I_CLK or negedge I_RSTn)
begin
   if(! I_RSTn)
   begin
      psCLK_gate <= 1;
      RXWT     <= 0;
	  TXWT     <= 0;
	  TXSET    <= 0;
   end
   else begin
      case(Timer[4:0])
          6: TXSET <= 1;
          8: TXSET <= 0;
          9: TXWT <= 1;
         11: TXWT <= 0;
         12: psCLK_gate <= 0;
         20: psCLK_gate <= 1;
         21: RXWT <= 1;
         23: RXWT <= 0;
      default:;
      endcase
   end
end
always@(posedge I_CLK or negedge I_RSTn)
begin  
   if(! I_RSTn)
      psSEL <= 1;
   else begin	
      if(O_SCAN_SEQ_PLS == 1)
         psSEL <= 0;
      else if((I_TYPE == 0)&&(Timer == 158))
         psSEL <= 1;
      else if((I_TYPE == 1)&&(Timer == 286))
         psSEL <= 1;
   end
end
always@(posedge I_CLK or negedge I_RSTn)
begin  
   if(! I_RSTn)
      O_byte_cnt <= 0;
   else begin
      if( O_SCAN_SEQ_PLS == 1)
         O_byte_cnt <= 0;
      else begin 
         if( Timer[4:0] == 5'b11111)begin
            if(I_TYPE == 0 && O_byte_cnt == 5)
               O_byte_cnt <= O_byte_cnt;
            else if(I_TYPE == 1 && O_byte_cnt == 9)
               O_byte_cnt <= O_byte_cnt;
            else
               O_byte_cnt <= O_byte_cnt+1;
         end    
      end
   end
end
assign O_psCLK = psCLK_gate | I_CLK | psSEL;
assign O_psSEL = psSEL;
assign O_RXWT  = ~psSEL&RXWT;
assign O_TXSET = ~psSEL&TXSET;
assign O_TXWT  = ~psSEL&TXWT;
assign O_TXEN  = ~psSEL&(~psCLK_gate);
endmodule
module ps_rxd(
I_CLK,
I_RSTn,	
I_WT,
I_psRXD,
O_RXD_DAT
);
input	I_CLK,I_RSTn,I_WT;
input	I_psRXD;
output	[7:0]O_RXD_DAT;
reg     [7:0]O_RXD_DAT;
reg     [7:0]sp;
always@(posedge I_CLK or negedge I_RSTn)
   if(! I_RSTn) sp <= 1;
   else         sp <= { I_psRXD, sp[7:1]};
always@(posedge I_WT or negedge I_RSTn)
   if(! I_RSTn) O_RXD_DAT <= 1;
   else         O_RXD_DAT <= sp;
endmodule
module ps_txd(
I_CLK,
I_RSTn,
I_WT,
I_EN,
I_TXD_DAT,
O_psTXD
);
input	I_CLK,I_RSTn;
input	I_WT,I_EN;
input	[7:0]I_TXD_DAT;
output	O_psTXD;
reg     O_psTXD;
reg     [7:0]ps;
always@(negedge I_CLK or negedge I_RSTn)
begin
   if(! I_RSTn)begin 
      O_psTXD <= 1;
      ps      <= 0;
   end
   else begin
      if(I_WT)
         ps  <= I_TXD_DAT;
      else begin
         if(I_EN)begin
            O_psTXD <= ps[0];
            ps      <= {1'b1, ps[7:1]};
         end
         else begin
            O_psTXD <= 1'd1;
            ps  <= ps;
         end
      end
   end 	
end
endmodule
--- /design/flow/config.mk ---
export PLATFORM = sky130hd
export DESIGN_NAME = dualshock_controller
export DESIGN_NICKNAME = dualshock_controller
export VERILOG_FILES = /design/flow/design.v
export SDC_FILE = /design/flow/constraint.sdc
export NUM_CORES = 4
export LEC_CHECK = 1
export CORE_UTILIZATION = 50
--- /design/flow/constraint.sdc ---
current_design dualshock_controller

set clk_period 2.0
set clk_io_pct 0.2

create_clock -name clk0 -period $clk_period [get_ports {I_CLK250K}]

set non_clock_inputs [all_inputs -no_clocks]
set_input_delay [expr $clk_period * $clk_io_pct] -clock clk0 $non_clock_inputs
set_output_delay [expr $clk_period * $clk_io_pct] -clock clk0 [all_outputs]
--- /design/flow/run.sh ---
#!/bin/bash
# OpenROAD 26Q1-2900-gdf79404cd8, Yosys 0.63+post, stock flow scripts
make -C /OpenROAD-flow-scripts/flow DESIGN_CONFIG=/design/flow/config.mk WORK_HOME=/design/flow/orfs finish
==> run notes <==
According to the timing report, the data required time at the worst endpoint equals 1.60 ns. pls.Timer holds more flip-flops than any other register. Summing all placed instances gives a cell area of 0.00576 mm2.

The area of the die was 0.0102 mm2; the wire length of the first global-routing pass was 17,900 um. The flow ran to the end, but the final reports show violations. After synthesis, the design contains 411 cells according to Yosys.

Broken down by cell family, the worst path's largest delay share belongs to flip-flops. The detailed-route vias per instance was 5.63. Counting flops with an async set or reset pin after synthesis yields a share of 57.4%. The number of top-level pins was 67; the post-placement setup slack was -0.360 ns. The number of antenna violations at the first check in global routing is 0. Leaving out fill and tap cells, the most frequent cells in the layout are sky130_fd_sc_hd__clkdlybuf4s50_1 (62), sky130_fd_sc_hd__dfrtp_1 (51), sky130_fd_sc_hd__edfxtp_1 (48), sky130_fd_sc_hd__nand2_1 (30), sky130_fd_sc_hd__o21ai_0 (22). The headroom to the max-slew limit is 53.2%. The residual overflow from global routing is 0, and the final weighted congestion in routability-driven placement is 0.937. The detail-routed net length per standard cell is 17.1 um.

172 endpoints have no timing constraint. Per the OpenROAD floorplan log, the width of the die is 101 um. The logs give 24.3% for the global router's overall resource usage and 63.8% for the fraction of the yosys area taken by sequential cells. The via count of the first global-routing pass came out at 3,553.

The timer found 76 register pins that no clock reaches; their paths are not timed. The die is 101 um tall. The most common logic cell in the final layout is sky130_fd_sc_hd__clkdlybuf4s50_1. The antenna diode instance count came out at 0.

For the smallest setup slack after layout, the log shows -0.773 ns. Per the post-synthesis stats, the area per cell is 11.9 um2. The stat command in Yosys gives a chip area of 0.00489 mm2. The register with the most flip-flops in the layout has 12 of them. STA classifies the critical path endpoint as an output port. Detailed routing inserted a total of 3,586 vias. Once layout is complete, the cells apart from fillers number 637. Synthesis produced 411 cells.

For the share of the core filled with cells in the final layout, the log shows 66.9%. The master of the slowest instance on the critical path was sky130_fd_sc_hd__dfstp_2. Per the final layout report, the fraction of cells sized above drive strength 1 comes to 15.9%. The tightest hold path in the finished design has a slack of 0.225 ns. The number of buffer cells added on primary ports works out to 66. Looking at the setup timing report, the critical path kind is reg -> out. The floorplan has 35 rows. At the pin with the least slew margin, the transition time is 0.702 ns. The maximum number of pins on one net before global-route repair was 50.

Arrival time of data at the critical path endpoint: 2.37 ns. The synthesized design contains 48 enable-type register cells. The power consumption was 2.51 mW. The report lists the cells along the critical path as buf_2. In the final run the clock tree shows a worst skew of 0.109 ns. The final reports fail on negative setup slack.

The number of warnings in the stage logs came out at 39. The number of DRC markers in iteration 0 was 228. Of all nets on the critical path, the largest fanout is 2. Number of violations of the max-capacitance limit: 0. Summing all non-filler instances in the final layout gives an area of 0.00627 mm2. The run gives 0 for the final count of pins violating max slew. The post-synth register bit count is 115. The starting density of the core is 52.2%.

In the final timing run, aggregate negative setup slack is -2.29 ns. Setup repair after global routing could not meet its margin everywhere. The number of optimization iterations in the first detailed-route pass was 4; the clock slew at the register clock pins of the worst setup and hold paths was 0.04 ns. STA reports the tightest min-delay check as being of type in -> async.

The logs give 62 for the number of distinct library cells after synthesis and 0 for the DRC violation count after routing. The area growth from synthesis to final layout was 28.1%. After synthesis, the cell types taking the most area are sky130_fd_sc_hd__edfxtp_1 (29%), sky130_fd_sc_hd__dfrtp_1 (26%), sky130_fd_sc_hd__dfrtn_1 (4.1%), sky130_fd_sc_hd__dfstp_2 (3.8%), sky130_fd_sc_hd__o21ai_0 (3.0%).

With the delay contributed by the slowest stage of the critical path at 0.52 ns, the power per standard cell area is 400 mW/mm2. The share of the synthesized area in the top cell type was 29.4%; the mapped cell area was 0.00489 mm2. The insertion delay to the later sink of the worst-skew pair was 0.89 ns. For this block, the routed nets add up to 10,900 um of wire. The HPWL after detailed placement is 7770 um. With the footprint of the multi-input gates at 0.00169 mm2, the worst ir drop on vdd is 0.608 mV.

Once detail routing completed, the nets flagged for antenna violations numbered 0. Once placement completed, the tool counted placed cells totaling 602. For this run, the leading register cell type out of synthesis is sky130_fd_sc_hd__dfrtp_1.

For the total core area, the log shows 0.00937 mm2. The last timing report of the flow puts the setup violation total at 13. During synthesis, Yosys emitted a total of 5 warnings. sky130_fd_sc_hd__edfxtp_1 takes more of the synthesized area than any other cell.

The area occupied by registers was 0.00312 mm2; the leakage power was 2.48 nW. TritonCTS built the clock tree. In the final report, the number of hold violations comes to 0. The filler cells instantiated in the layout total 688. STA classifies the critical path startpoint as a register. The run gives 1 for the number of buffers and inverters on the critical path.
synthesized netlist by cell type, drive strengths merged (9+ instances only):
cell    instances
o21ai          31
nand3          19
nor3            9
nor2           25
ha             10
inv            20
a21oi          14
edfxtp         48
buf            10
nand2          31
clkbuf         10
dfrtp          51
a22oi          17
and3           14
xnor2           9
cell type report:
type | count | area share (%)
sequential | 115 | 49.8
multi-input combinational | 255 | 26.9
timing repair buffer | 89 | 13.7
clock buffer | 25 | 5.17
tap | 129 | 2.57
inverter | 20 | 1.24
clock inverter | 4 | 0.659
metal layers:
layer / global-route usage, % / wire [um]
met1: 40.0 / 4750
met2: 37.1 / 5260
met3: 3.74 / 729
met4: 5.80 / 170
met5: 0 / 0
power breakdown:
part | switching [mW] | internal (mW) | total (mW)
logic | 0.0344 | 0.0344 | 0.0688
registers | 0.00154 | 0.795 | 0.796
clock network | 0.467 | 1.18 | 1.65
final timing paths:
check / cells after the start / end / slack, ns / start
max: 1 / O_psTXD / -0.77 / txd.O_psTXD$_DFFE_NN1N_
min: 3 / rxd.sp[7]$_DFF_PN0_ / 0.23 / I_RSTn
max reg2reg: 6 / txd.ps[7]$_DFFE_NN0P_ / -0.17 / pls.psSEL$_DFFE_PN1P_
min reg2reg: 0 / rxd.sp[0]$_DFF_PN1_ / 0.37 / rxd.sp[1]$_DFF_PN0_
max in group gated: 3 / clock gate / -0.28 / pls.psSEL$_DFFE_PN1P_
max in group asynchronous: 2 / txd.O_psTXD$_DFFE_NN1N_ / 0.62 / I_RSTn
min in group clk0: 0 / rxd.sp[0]$_DFF_PN1_ / 0.37 / rxd.sp[1]$_DFF_PN0_
min in group gated: 2 / clock gate / 3.11 / pls.psCLK_gate$_DFFE_PN1P_
cells by family after synthesis:
family | count (synthesis) | synth area share (%)
AND/OR/NAND/NOR | 132 | 14.3
flip-flops | 115 | 63.8
buffers and inverters | 41 | 3.43
adder cells (fa/ha/maj) | 10 | 2.56
multiplexers | 1 | 0.205
AND-OR/OR-AND | 100 | 13.5
XOR/XNOR | 12 | 2.15
repair_timing:
item                       4_1_cts  5_1_grt
resized                         36        7
setup buffers                   10        1
cloned                           0        0
pin swaps                        3        4
hold buffers                     2        0
hold endpoints to repair        29        0
setup endpoints to repair       12       13
Power is estimated from default activity; no workload was simulated.
