--- flow/run.sh ---
#!/bin/bash
# OpenROAD 26Q1-2900-gdf79404cd8, Yosys 0.63+post, stock flow scripts
make -C /OpenROAD-flow-scripts/flow DESIGN_CONFIG=/design/flow/config.mk WORK_HOME=/design/flow/orfs finish
--- flow/config.mk ---
export PLATFORM = sky130hd
export DESIGN_NAME = sdram
export DESIGN_NICKNAME = sdram
export VERILOG_FILES = /design/flow/design.v
export SDC_FILE = /design/flow/constraint.sdc
export NUM_CORES = 4
export LEC_CHECK = 1
export CORE_UTILIZATION = 30
--- flow/constraint.sdc ---
current_design sdram

set clk_period 4.2
set clk_io_pct 0.2

create_clock -name clk0 -period $clk_period [get_ports {clk}]

set non_clock_inputs [all_inputs -no_clocks]
set_input_delay [expr $clk_period * $clk_io_pct] -clock clk0 $non_clock_inputs
set_output_delay [expr $clk_period * $clk_io_pct] -clock clk0 [all_outputs]
--- flow/design.v ---
module sdram (
	inout      [15:0]	sd_data,     
	output reg [12:0]	sd_addr,     
	output reg [1:0] 	sd_dqm,      
	output reg [1:0] 	sd_ba,       
	output 				sd_cs,       
	output 				sd_we,       
	output 				sd_ras,      
	output 				sd_cas,      
	input 		 		init_n,			 
	input 		 		clk,			 
	input					clkref,		 
	input [7:0]  		din,			 
	output [15:0]      dout,			 
	input aux,
	input [24:0]   	addr,        
	input 		 		we           
);
localparam RASCAS_DELAY   = 3'd2;    
localparam BURST_LENGTH   = 3'b000;  
localparam ACCESS_TYPE    = 1'b0;    
localparam CAS_LATENCY    = 3'd3;    
localparam OP_MODE        = 2'b00;   
localparam NO_WRITE_BURST = 1'b1;    
localparam MODE = { 3'b000, NO_WRITE_BURST, OP_MODE, CAS_LATENCY, ACCESS_TYPE, BURST_LENGTH}; 
localparam STATE_IDLE      = 3'd0;    
localparam STATE_CMD_START = 3'd0;    
localparam STATE_CMD_CONT  = STATE_CMD_START  + RASCAS_DELAY;  
localparam STATE_READ      = STATE_CMD_CONT + CAS_LATENCY + 4'd1;    
localparam STATE_LAST      = 3'd7;    
assign dout = sd_data;
reg [3:0] q  ;
always @(posedge clk) begin
   if(((q == 13) && ( clkref == 0)) ||
		((q ==  0) && ( clkref == 1)) ||
      ((q != 13) && (q != 0))) begin
			if( q != 13)
				q <= q + 4'd1;
			else
				q <= 4'd0;
		end
end
reg [4:0] reset;
always @(posedge clk, negedge init_n) begin
	if(!init_n)	reset <= 5'h1f;
	else if((q == STATE_LAST) && (reset != 0))
		reset <= reset - 5'd1;
end
localparam CMD_INHIBIT         = 4'b1111;
localparam CMD_NOP             = 4'b0111;
localparam CMD_ACTIVE          = 4'b0011;
localparam CMD_READ            = 4'b0101;
localparam CMD_WRITE           = 4'b0100;
localparam CMD_BURST_TERMINATE = 4'b0110;
localparam CMD_PRECHARGE       = 4'b0010;
localparam CMD_AUTO_REFRESH    = 4'b0001;
localparam CMD_LOAD_MODE       = 4'b0000;
reg [3:0] sd_cmd;    
assign sd_cs  = sd_cmd[3];
assign sd_ras = sd_cmd[2];
assign sd_cas = sd_cmd[1];
assign sd_we  = sd_cmd[0];
reg [15:0]	sd_data_i;     
reg         oe;
assign sd_data = oe ? sd_data_i : 16'hZZZZ;
always @(posedge clk) begin
	sd_cmd <= CMD_INHIBIT;   
	oe <= 0;
	if(reset != 0) begin
		if(q == STATE_CMD_START) begin
			if(reset == 13) begin
				sd_cmd <= CMD_PRECHARGE;
				sd_addr[10] <= 1'b1;       
			end
			if(reset == 2) begin
				sd_cmd <= CMD_LOAD_MODE;
				sd_addr <= MODE;
			end
		end
	end else begin
		if(q == STATE_CMD_START) begin
			sd_cmd <= CMD_ACTIVE;
			sd_addr <= addr[21:9];
			sd_ba <= addr[23:22];
			if(!we) sd_dqm <= 2'b00;
			else    sd_dqm <= { ~aux, aux };
		end
		if(q == STATE_CMD_CONT) begin
			sd_cmd <= we?CMD_WRITE:CMD_READ;
			if (we) begin
				sd_data_i <= {din, din};
				oe <= 1;
			end
			sd_addr <= { 4'b0010, addr[8:0] };   
		end
		if(q == 8)
			sd_cmd <= CMD_AUTO_REFRESH;
	end
end
endmodule
==> run notes <==
Implementation numbers.

- The fraction of synthesis flops using an asynchronous set or reset pin is between 10% and 20%.
- The width of the chip is 81.8 um.
- The cell area after placement reads around 2500 sq um.
- The H-tree level count is 2.
- The detailed placer's ending HPWL reads between 2000 and 3000 um.
- The quantity of I/O buffers inserted on ports reads 73.
- The worst slack after detailed placement reads about 1.7 ns.
- The flow did not finish.
- In the synthesis report, Yosys lists the chip area as 1910 sq um.
- The number of synthesized flops with an enable pin is 29.
- The count of state elements after synthesis is 38.
- The clock net in this run drives a total of 38 sinks.
- The count of synthesis-stage warnings from yosys is 2.
- The gate count after technology mapping is between 150 and 200.
- The tool reported: "[error] [KeplerFormal.cpp:679] Workflow failed: Iso has multiple drivers: .sd_data0, sd_data[8]$_DFFE_PP_.Q0".
- The count of unique library cells instantiated by Yosys reads 37.
- Ranked by total cell area, the synthesized netlist is headed by edfxtp_1 (46%), buf_4 (9.4%), dfstp_2 (6.9%).
- The I/O pin count reads 91.
- Progress stopped at 4_1_cts.
- The proportion of netlist area held by the largest area contributor is 45.6%.
- Looking at the clock tree report, the maximum root-to-sink buffer count equals 2.
- After synthesis, the design contains around 170 cells according to Yosys.
- The quantity of gates resized following cts is 0.
- The leading area contributor after synthesis reads edfxtp_1.
- The final weighted congestion recorded by global placement is ~0.8.
- The hold-fix buffer count after cts is 0.
- The sequential fraction of the synthesis area is a little under three fifths.
- The number of clock buffers inserted by TritonCTS is 5.
- The report lists the number of standard-cell rows as 28.
- The fraction of the core area occupied by cells at floorplan is a little under a third.
- The area of the mapped netlist is roughly 1900 sq um.
- The root buffer cell reads clkbuf_8.
- The top flip-flop cell by instance count after synthesis reads edfxtp_1.
- In this run the mean area of a mapped cell was about 12 sq um.
- The die is between 80 and 90 um tall.
- The count of buffers added by post-CTS timing repair for setup is 0.
metrics by stage:
step	cells	total power, uW	util (%)	hold WS, ns
after floorplan	165	820	-	0.476
after global placement	285	1050	42.0	0.490
after detailed placement	285	1050	42.0	0.495
cell families after synthesis:
family / after synthesis / share of synthesized area (%)
AND-OR/OR-AND: 21 / 7.48
XOR/XNOR: 3 / 1.38
adder cells (fa/ha/maj): 7 / 4.59
buffers and inverters: 36 / 12.4
flip-flops: 38 / 56.7
multiplexers: 3 / 1.64
AND/OR/NAND/NOR: 57 / 15.8
cell usage after synthesis, types with 3 or more instances:
master / number
buf_2: 3
ha_1: 7
nor2_1: 5
edfxtp_1: 29
nand3_1: 5
and3_1: 3
dfxtp_1: 4
nor3_1: 4
inv_1: 6
a21oi_1: 13
nand2_1: 24
dfstp_2: 5
nor2b_1: 4
buf_4: 24
xnor2_1: 3
nor3b_1: 3
Power is estimated from default activity; no workload was simulated.
