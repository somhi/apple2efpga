## ./design.v

```verilog
`timescale 1ns / 1ps
module joydecoder_neptuno (
  input wire clk_i, 
  input wire joy_data_i, 
  output wire joy_clk_o, 
  output wire joy_load_o, 
  output wire joy1_up_o,
  output wire joy1_down_o,
  output wire joy1_left_o,
  output wire joy1_right_o,
  output wire joy1_fire1_o,
  output wire joy1_fire2_o,
  output wire joy1_fire3_o,
  output wire joy1_start_o,
  output wire joy2_up_o,
  output wire joy2_down_o,
  output wire joy2_left_o,
  output wire joy2_right_o,
  output wire joy2_fire1_o,
  output wire joy2_fire2_o,
  output wire joy2_fire3_o,
  output wire joy2_start_o
  );
  reg [7:0] delay_count = 8'd0;
  wire ena_x;
  always @ (posedge clk_i) 
  begin
      delay_count <= delay_count + 1'b1;       
  end
  assign ena_x = delay_count[3];
   reg [11:0] joy1  = 12'hFFF, joy2  = 12'hFFF;
   reg joy_renew = 1'b1;
   reg [4:0]joy_count = 5'd0;
   assign joy_clk_o = ena_x;
   assign joy_load_o = joy_renew;
   assign joy1_up_o    = joy1[0];
   assign joy1_down_o  = joy1[1];
   assign joy1_left_o  = joy1[2];
   assign joy1_right_o = joy1[3];
   assign joy1_fire1_o = joy1[4];
   assign joy1_fire2_o = joy1[5];
   assign joy1_fire3_o = joy1[6];
   assign joy1_start_o = joy1[7];
   assign joy2_up_o    = joy2[0];
   assign joy2_down_o  = joy2[1];
   assign joy2_left_o  = joy2[2];
   assign joy2_right_o = joy2[3];
   assign joy2_fire1_o = joy2[4];
   assign joy2_fire2_o = joy2[5];
   assign joy2_fire3_o = joy2[6];
   assign joy2_start_o = joy2[7];
  always @(posedge ena_x) 
    begin 
      if (joy_count == 5'd0) 
      begin
         joy_renew <= 1'b0;
        end 
    else 
      begin
         joy_renew <= 1'b1;
        end
      if (joy_count == 5'd18) 
      begin
         joy_count <= 5'd0;
        end
    else 
      begin
         joy_count <= joy_count + 1'd1;
        end      
     end
   always @(posedge ena_x) begin
         case (joy_count)
            5'd2  : joy1[7]  <= joy_data_i;    
            5'd3  : joy1[6]  <= joy_data_i;    
            5'd4  : joy1[5]  <= joy_data_i;    
            5'd5  : joy1[4]  <= joy_data_i;    
            5'd6  : joy1[3]  <= joy_data_i;    
            5'd7  : joy1[2]  <= joy_data_i;    
            5'd8  : joy1[1]  <= joy_data_i;    
            5'd9  : joy1[0]  <= joy_data_i;    
            5'd10 : joy2[7]  <= joy_data_i;    
            5'd11 : joy2[6]  <= joy_data_i;    
            5'd12 : joy2[5]  <= joy_data_i;    
            5'd13 : joy2[4]  <= joy_data_i;    
            5'd14 : joy2[3]  <= joy_data_i;    
            5'd15 : joy2[2]  <= joy_data_i;    
            5'd16 : joy2[1]  <= joy_data_i;    
            5'd17 : joy2[0]  <= joy_data_i;    
         endcase              
      end
endmodule
```

## ./run.sh

```bash
#!/bin/bash
# OpenROAD 26Q1-2900-gdf79404cd8, Yosys 0.63+post, stock flow scripts
make -C /OpenROAD-flow-scripts/flow DESIGN_CONFIG=/design/flow/config.mk WORK_HOME=/design/flow/orfs finish
```

## ./config.mk

```make
export PLATFORM = sky130hd
export DESIGN_NAME = joydecoder_neptuno
export DESIGN_NICKNAME = joydecoder_neptuno
export VERILOG_FILES = /design/flow/design.v
export SDC_FILE = /design/flow/constraint.sdc
export NUM_CORES = 4
export LEC_CHECK = 1
export CORE_AREA = 10 10 93 93
export DIE_AREA = 0 0 103 103
```

## ./constraint.sdc

```tcl
current_design joydecoder_neptuno

set clk_period 1.0
set clk_io_pct 0.2

create_clock -name clk0 -period $clk_period [get_ports {clk_i}]

set non_clock_inputs [all_inputs -no_clocks]
set_input_delay [expr $clk_period * $clk_io_pct] -clock clk0 $non_clock_inputs
set_output_delay [expr $clk_period * $clk_io_pct] -clock clk0 [all_outputs]
```

==> git commit body <==
Update PnR metrics after Yosys + OpenROAD run

- edfxtp_1 takes more of the synthesized area than any other cell.
* Hold path depth: 1
* Min-delay src: delay_count[0]
- At the later pin of the worst-skew pair, clock insertion delay measures 210 ps.
* Unique cell type count in the Yosys netlist: 20
- Chain of cells forming the critical path: dlygate4sd2_1
- Post-synthesis sequential area ratio: roughly two thirds
* Data arrival at the endpoint of the critical path: 750 ps
* Actual transition at the worst max-transition pin: 454 ps
- Summed standard-cell area reported by yosys: 0.00104 mm²
- Number of instances in the synthesized netlist: 78
- Port bufs: 19
- By area the synthesized netlist is led by edfxtp_1 46%, dfxtp_1 19%, ha_1 8.4%.
- Die area: roughly 0.011 mm²
- Worst vdd ir: 0.700 mV
* Syn Std Cell Area: 0.00104 mm²
- Number of warnings in the stage logs: 29
- Counting both buffers and inverters, the worst setup path holds a total of 1.
* Total clock buffers created by CTS: 3
* Highest net fanout along the worst path: 2
- Fillers: 730
- TritonCTS clock tree: yes
* Placeable Area: 0.00676 mm²
- After the first detailed-routing iteration, the DRC count stood at 42.
- Top-area cell share: a little under half
- Post-cts hold buffer count: 0
- On the critical path the largest part of the delay comes from flip-flops.
- The analysis attributes to cell leakage a power of 0.508 nW.
- At the end of the flow the core is filled with cells to about 20%.
- Maximum clock frequency: 1.05 GHz
* Floorplan-stage core utilization: 15.5%
* Buffer depth of the longest clock path: 2
* Max cap viols: 0
- Final-report max-slew violation count: 0
- Vertical die dimension: 103 µm
- Among all stages on the critical path, the largest delay is contributed by dfxtp_2.
* Depth of the worst register-to-register path: 2
- The routed layout reports a DRC error count of 0.
- Power density of the placed cells: 382 mW/mm²
- First-pass GRT wire length: just under 3000 µm
- Compared with the post-synthesis result, the final layout area differs by 29.9%.
- On met3, the global router reports a usage of less than 1%.
* Period Utilization, post-route: roughly 95%
* Delay of the slowest cell on the worst path: 300 ps
* Worst setup EP type: output pin
* Clock slew at reported path FFs: 30 ps
* Number of hold-slack violations in the final timing report: 0
* Post-synthesis register bit count: 26
- In this run the count of I/O pins placed on the die edge is 20.
- The synth_stat.txt file lists the number of cells as 78.
* Beginning of the worst register-to-register path: delay_count[0]
* Endpoints left unconstrained: 55
- Per the gpl log, the routability congestion estimate is ~0.76.
* X dimension of the die: ~100 µm
- Looking at the global route congestion table, the highest-usage layer is met2.
* # H-tree levels: 1
- By startpoint and endpoint, the worst setup path is classified as flip-flop to output pin.
* Pin count of the biggest net entering global routing: 24
* ANT nets after route: 0
- For reference, the placement row count at floorplan is 30.
* Setup skew after layout: approximately 0.53 ps
* Kind of start point of the critical path: flip-flop
- met2 track demand over resource after global routing is around 5.6%.
- Total routing resource utilization after global routing: between 3 and 4%
- The timer found 22 register pins that no clock reaches; their paths are not timed.
- The routed design shows a via density per instance of between 3 and 4.
- Path category of the worst min-delay check: flip-flop to flip-flop
- According to the timing report, the data required time at the worst endpoint equals 800 ps.
- Avg Cell Area, Syn: around 13 µm²
* Min Tclk post-route: 949 ps
- The number of antenna violations at the first check in global routing was 0.
- In the final layout, the share of cells above drive strength 1 is 7.14%.
* Diodes inserted: 0
- Detailed-placement wirelength estimate: 1300 µm
- Root buffer selected by CTS: clkbuf_8
* DR WL/cell: 9.65 µm
- The routed layout has roughly 590 vias.
- WHS Endpoint: delay_count[0]
* Number of optimization iterations in the first detailed-route pass: 3
* Endpoint of the worst register-to-register path: delay_count[2]
- Routed Wire Length: 1720 µm
- Global Route met1 Usage: 4.80%
- Setup slack of the worst register-to-register path: 210 ps
- The total overflow left after global routing is 0.
* Run status: completed
- Unrepaired setup endpoints after global routing: false
- The final layout reports a setup TNS of 0 ps.
- Synth warn: 1
* Max-Slew Margin vs Limit: between 60 and 70%
- Number of global-route vias before repair: 627
* Worst setup path startpoint: delay_count[3]
- Final count of negative-setup-slack endpoints: 0
==> how the worst max path moves through the flow <==
stage / end / depth (start not counted)
finish: joy_clk_o / 1
global route: joy_clk_o / 1
CTS: joy_clk_o / 1
==> layout make-up <==
cell class                      instances  area, µm²  area share [%]
Timing Repair Buffer                   20        196            14.5
Inverter                                4       15.0            1.11
Multi-Input combinational cell         45        323            23.8
Tap cell                               80        100            7.37
Sequential cell                        26        682            50.2
Clock buffer                            3       41.3            3.04
==> power by group <==
| part | switching (W) | total (W) | internal [W] |
|---|---|---|---|
| Clock | 0.0000787 | 0.000335 | 0.000256 |
| Sequential | 0 | 0.000172 | 0.000172 |
| Combinational | 0.00000761 | 0.0000110 | 0.00000344 |
==> per-layer routing <==
| layer | vias to the layer above | wire length, µm |
|---|---|---|
| met3 | 0 | 133 |
| li1 | 306 | - |
| met1 | 268 | 761 |
| met4 | 0 | 0 |
| met5 | - | 0 |
| met2 | 15 | 822 |
==> registers in the layout, summed over array words and instances, names as in the netlist <==
register	flops
joy2	8
delay_count	4
joy_renew	1
joy_count	5
joy1	8
==> cell families after synthesis <==
logic type               count (synthesis)  synth area share [%]
AND-OR/OR-AND                            1                 0.479
flip-flops                              26                  65.1
XOR/XNOR                                 3                  2.52
adder cells (fa/ha/maj)                  7                  8.38
AND/OR/NAND/NOR                         34                  19.5
buffers and inverters                    7                  3.95
==> per-stage QoR <==
stage / hold WS (ps) / std cells / power, W / worst slack (ps) / instance area [µm²]
after detailed placement: 388 / 175 / 0.000186 / 19.9 / 1320
after global placement: 378 / 175 / 0.000186 / 20.3 / 1320
after global routing: 434 / 178 / 0.000545 / 12.4 / 1360
after CTS: 395 / 178 / 0.000528 / 39.3 / 1360
after floorplan: 371 / 78 / 0.000174 / 194 / 1040
final: 393 / 178 / 0.000518 / 51.3 / 1360
==> layout by cell type, fill, tap and decap left out, drive strengths merged, types with 3 or more instances in the layout <==
| cell | n |
|---|---|
| and3 | 8 |
| clkbuf | 3 |
| clkdlybuf4s50 | 18 |
| dfxtp | 10 |
| edfxtp | 16 |
| ha | 7 |
| inv | 4 |
| nand2b | 8 |
| nor2 | 9 |
==> synthesized netlist by cell type <==
cell type / number
and3_1: 8
and3b_1: 1
and4bb_1: 1
buf_4: 2
buf_6: 1
dfxtp_1: 10
edfxtp_1: 16
ha_1: 7
inv_1: 4
nand2b_1: 7
nand2b_4: 1
nand3_1: 2
nor2_1: 9
nor2b_1: 1
nor2b_2: 1
nor3_1: 2
o21ai_1: 1
or3_1: 1
xnor2_1: 2
xor2_1: 1
==> what timing repair did <==
item                       in CTS  in global routing
buffers inserted                0                  0
setup endpoints to repair       1                  0
gates resized                   2                  0
Power and IR drop assume default switching activity.
